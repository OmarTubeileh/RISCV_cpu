==> design/flow/design.v <==
module ControlUnit (
    input      [6:0] opcode,      
    input      [2:0] funct3,      
    output reg       MemReadEn,   
    output reg       MemToReg,    
    output reg       MemWriteEn,  
    output reg       ALUSrc,      
    output reg       RegWrite,    
    output reg       BEQ,         
    output reg       BNE,         
    output reg       JALen,       
    output reg       JALRen,      
    output reg       Mem_Read,    
    output reg [2:0] ALUop        
);
    localparam R_TYPE  = 7'b0110011;  
    localparam I_TYPE  = 7'b0010011;  
    localparam LOAD    = 7'b0000011;  
    localparam STORE   = 7'b0100011;  
    localparam BRANCH  = 7'b1100011;  
    localparam JAL     = 7'b1101111;  
    localparam JALR    = 7'b1100111;  
    localparam LUI     = 7'b0110111;  
    always @(*) begin
        MemReadEn  = 0;
        MemToReg   = 0;
        MemWriteEn = 0;
        ALUSrc     = 0;
        RegWrite   = 0;
        BEQ        = 0;
        BNE        = 0;
        JALen      = 0;
        JALRen     = 0;
        Mem_Read   = 0;
        ALUop      = 3'b000;  
        case (opcode)
            R_TYPE: begin
                RegWrite = 1;
                ALUop = 3'b010;  
            end
            I_TYPE: begin
                RegWrite = 1;
                ALUSrc = 1;  
                ALUop = 3'b100;  
            end
            LOAD: begin
                MemReadEn = 1;
                MemToReg = 1;
                RegWrite = 1;
                ALUSrc = 1;  
                Mem_Read = 1;
                ALUop = 3'b000;  
            end
            STORE: begin
                MemWriteEn = 1;
                ALUSrc = 1;  
                ALUop = 3'b000;  
            end
            BRANCH: begin
                ALUop = 3'b001;  
                case (funct3)
                    3'b000: BEQ = 1;  
                    3'b001: BNE = 1;  
                endcase
            end
            JALen: begin
                JALen = 1;
                MemToReg = 1;  
                RegWrite = 1;
                ALUop = 3'b011;  
            end
            JALRen: begin
                JALRen = 1;
                MemToReg = 1;  
                RegWrite = 1;
                ALUSrc = 1;  
                ALUop = 3'b011;  
            end
            LUI: begin
                RegWrite = 1;
                ALUop = 3'b101;  
            end
            default: begin
            end
        endcase
    end
endmodule
module ImmediateGenerator (
    input [31:0] instruction,  
    output reg [63:0] imm_out  
);
  always @(*) begin
    case (instruction[6:0])   
      7'b0010011: imm_out = {{52{instruction[31]}}, instruction[31:20]};
      7'b0000011: imm_out = {{52{instruction[31]}}, instruction[31:20]};
      7'b1100111: imm_out = {{52{instruction[31]}}, instruction[31:20]};
      7'b0011011: imm_out = {{52{instruction[31]}}, instruction[31:20]};
      7'b0100011: imm_out = {{52{instruction[31]}}, instruction[31:25], instruction[11:7]};
      7'b1100011: imm_out = {{51{instruction[31]}}, instruction[31], instruction[7], instruction[30:25], instruction[11:8], 1'b0};
      7'b0111000: imm_out = {{32{instruction[31]}},instruction[31:12], 12'b0};
      7'b1101111: imm_out = {
			{43{instruction[31]}},
			instruction[31],
			instruction[19:12],
			instruction[20],
			instruction[30:21], 1'b0
		      };
      default: imm_out = 64'b0;
    endcase
  end
endmodule
module RegisterFile (
    input         clk,           
    input         reset,         
    input  [4:0]  read_reg1,     
    input  [4:0]  read_reg2,     
    input  [4:0]  write_reg,     
    input         reg_write,     
    input  [63:0] write_data,    
    output [63:0] read_data1,    
    output [63:0] read_data2     
);
    reg [63:0] registers[0:31];
    integer i;
    initial begin
        for (i = 0; i < 32; i = i + 1)
            registers[i] = 64'd0;
    end
    always @(posedge clk) begin
        if (reset) begin
            for (i = 0; i < 32; i = i + 1) registers[i] <= 64'd0;
        end 
	else if (reg_write && write_reg != 5'd0) begin
            registers[write_reg] <= write_data;
        end
    end
    assign read_data1 = (read_reg1 == 5'd0) ? 64'd0 : registers[read_reg1];
    assign read_data2 = (read_reg2 == 5'd0) ? 64'd0 : registers[read_reg2];
endmodule
module ID_Stage(
    input wire clk,
    input wire reset,
    input wire [31:0] instruction_D,   
    input wire [63:0] PC_D,            
    input wire [63:0] write_data,      
    input wire [4:0] write_reg,        
    input wire reg_write,              
    output wire [63:0] data_rs1,       
    output wire [63:0] data_rs2,       
    output wire [63:0] imm_val,        
    output wire [4:0] rs1,             
    output wire [4:0] rs2,             
    output wire [4:0] rd,              
    output wire [2:0] ALUop,           
    output wire MemReadEn,             
    output wire MemToReg,              
    output wire MemWriteEn,            
    output wire ALUSrc,                
    output wire RegWrite,              
    output wire BEQ,                   
    output wire BNE,                   
    output wire JALen,                 
    output wire JALRen                 
);
    assign rs1 = instruction_D[19:15];
    assign rs2 = instruction_D[24:20];
    assign rd  = instruction_D[11:7];
    RegisterFile reg_file (
        .clk(clk),
        .reset(reset),
        .read_reg1(rs1),             
        .read_reg2(rs2),             
        .write_reg(write_reg),       
        .reg_write(reg_write),       
        .write_data(write_data),     
        .read_data1(data_rs1),       
        .read_data2(data_rs2)        
    );
    ImmediateGenerator imm_gen (
        .instruction(instruction_D),
        .imm_out(imm_val)
    );
    ControlUnit control_unit (
        .opcode(instruction_D[6:0]),
        .funct3(instruction_D[14:12]),
        .MemReadEn(MemReadEn),
        .MemToReg(MemToReg),
        .MemWriteEn(MemWriteEn),
        .ALUSrc(ALUSrc),
        .RegWrite(RegWrite),
        .BEQ(BEQ),
        .BNE(BNE),
        .JALen(JALen),
        .JALRen(JALRen),
        .Mem_Read(),	 
        .ALUop(ALUop)
    );
endmodule
==> design/flow/run.sh <==
#!/bin/bash
# OpenROAD 26Q1-2900-gdf79404cd8, Yosys 0.63+post, stock flow scripts
make -C /OpenROAD-flow-scripts/flow DESIGN_CONFIG=/design/flow/config.mk WORK_HOME=/design/flow/orfs finish
==> design/flow/config.mk <==
export PLATFORM = sky130hd
export DESIGN_NAME = ID_Stage
export DESIGN_NICKNAME = ID_Stage
export VERILOG_FILES = /design/flow/design.v
export SDC_FILE = /design/flow/constraint.sdc
export NUM_CORES = 4
export LEC_CHECK = 1
export CORE_UTILIZATION = 30
==> design/flow/constraint.sdc <==
current_design ID_Stage

set clk_period 44.8
set clk_io_pct 0.2

create_clock -name clk0 -period $clk_period [get_ports {clk}]

set non_clock_inputs [all_inputs -no_clocks]
set_input_delay [expr $clk_period * $clk_io_pct] -clock clk0 $non_clock_inputs
set_output_delay [expr $clk_period * $clk_io_pct] -clock clk0 [all_outputs]
==> changes_impl.md <==
## Implementation

- Status: finished, final reports clean
- Design area: between 100000 and 150000 um2
- Routed Antenna Nets: 0
- Final hold violations: 0
- Ys Warns: 3
- Worst Path Arrival: between 15 and 20 ns
- PortBufs: 321
- Share of synthesized registers carrying an async set or reset: 0%
- DRT iter0 DRCs: 5543
- Post-DR wirelength/cell: about 33 um
- Crit path time final: around 24 ns
- Remaining Overflow, GRT: 0
- DRC: 0
- Max_cap viols: 0
- Crit. End Element: primary output
- Final Cycle Share: 54.2%
- Worst-Margin Slew: approximately 1.1 ns
- Setup ws final: 20.50 ns
- Vias in the first global route: between 70000 and 80000
- Post-synth regs: slightly above 2000
- Startpoint class of the critical path: primary input
- Cell count in the Yosys report: ~8700
- Final setup TNS: 0 ns
- Final core utilization: between 30% and 40%
- CTS Buf Count: roughly 220
- Post-CTS Resized: 0
- Largest net degree at the start of global routing: slightly below 90
- Mapped Area: about 110000 um2
- First-pass GRT wire length: around 620 mm
- Post-DP Area: 120000 um2
- Pint: approximately 3.4 mW
- Unrepaired setup endpoints after global routing: no
- CTS tree: yes
- Dpl hpwl: 267 mm
- Design Power: ~4.7 mW
- Peak supply drop: 0.0294 mV
- CP required: between 30 and 40 ns
- Final WL: around 450 mm
- Die Height: 612 um
- Hold Crit Depth: 1
- Area delta synth->final: 13.6%
- Global Route Usage Sum: between 20 and 30%
- Unique cell types: 50
- Row count: about 220
- WS Path Type: primary input to primary output
- Final setup fails: 0
- Clock Power Share: a little under two fifths
- Hold_buf cts: 0
- Yosys stat area: ~110000 um2
- Pwr Density: around 37 nW/um2
- Largest type area fraction: a little under three fifths
- Total core area: 370000 um2
- Via count: roughly 77000
- Die Wd: just over 600 um
- Initial antenna violation count: between 40 and 50
- Post-synth top area cell: edfxtp_1
- Clock sinks: ~2000
- LEAKAGE: 46.8 nW
- Sequential Power Share: roughly half
- Cells after Synth: between 8000 and 9000
- Routed vias/inst: 5.57
- NetSw: 1.23 mW
- Most numerous logic cell after layout: edfxtp_1
- CTS Root Cell: clkbuf_16
- Tool warnings: 90
- Fmax: approximately 41 MHz
- Layout cell share with drive strength beyond 1: ~12%
- Average size of a mapped cell: between 10 and 15 um2
- Setup Fix Bufs, Post-CTS: 0
- Placer Congestion: 0.935
- Main flop type: edfxtp_1
- Hold WC Path Type: primary input to register
- Fill cells: 35000
- Most frequent cells in the layout: edfxtp_1 (2048), and2_1 (1996), mux2i_1 (1598), a22oi_1 (611), buf_4 (350)
- Chip area: about 380000 um2
- Comb power frac: between 10% and 20%
- Top reg by flops: reg_file.registers
- Cell area leaders: edfxtp_1 (55%), mux2i_1 (14%), and2_1 (11%)
- Flip-flops with a built-in enable: 2048
- Biggest regs: reg_file.registers x2048
- Core Util at FP: 30.2%
- First-pass DRT Iterations: 6
- CTS Buffer Depth: 4
- Final Max Slew Viols: 0
- Max FFs per register: 2048
- Max-slew headroom: between 20% and 30%
- Clk pin slew, worst setup/hold paths: 0.06 ns
- Switching share of power: about a quarter
- IO Count: around 390
- Crit-path max FO: about 72
- Synth Seq Share: between 50 and 60%
- Post-Place Worst Slack: around 20 ns
- Htree depth: 4
path summary, 6_finish.rpt:
check / start / endpoint / slack [ns]
min: reset / reg_file.registers[0][4] / 8.49
max: instruction_D[20] / data_rs2[19] / 20.50
logic make-up (layout without fill, tap and decap cells):
family | after synthesis | count (layout) | share of synthesized area, %
and+or+nand+nor | 2507 | 2507 | 13.5
DFF | 2048 | 2048 | 55.0
muxes | 1898 | 1898 | 19.4
AOI/OAI and AO/OA | 1243 | 1243 | 7.94
buffers and inverters | 973 | 1071 | 4.17
other | 1 | 95 | 0.00335
xor gates and xnor gates | 1 | 1 | 0.00784
layout make-up:
type	instances	area, um2	area share (%)
timing repair buffer	683	6160	4.86
inverter	3	11.3	0.00887
antenna	30	75.1	0.0591
clock inverter	126	1080	0.853
multi-input combinational	5714	46300	36.5
sequential	2048	61500	48.4
tap	4950	6190	4.88
clock buffer	259	5610	4.42
through the flow:
step / std cells / hold WS, ns
floorplan: 8735 / 9.16
global placement: 13400 / 9.41
detailed placement: 13400 / 9.42
CTS: 13800 / 8.46
global route: 13800 / 8.49
finish: 13800 / 8.49
worst max-delay path, stage by stage:
cell	delay, ns
buf_16	0.27
buf_4	0.62
buf_4	0.71
buf_4	0.66
buf_4	0.69
buf_4	0.60
buf_4	0.66
mux4_2	0.59
mux2_2	0.28
o211ai_1	0.15
o21ai_0	0.25
clkdlybuf4s50_1	0.60
power by group through the flow:
| stage | combinational, mW | sequential (mW) | clock [mW] |
|---|---|---|---|
| after CTS | 0.621 | 2.26 | 1.77 |
| after global routing | 0.654 | 2.28 | 1.83 |
| final | 0.628 | 2.26 | 1.76 |
Yosys cell counts, types with 3 or more instances:
| cell | n |
|---|---|
| a31o_2 | 18 |
| nand3_1 | 141 |
| clkbuf_4 | 5 |
| a31oi_1 | 152 |
| o22ai_1 | 40 |
| buf_2 | 95 |
| and3_1 | 90 |
| inv_1 | 3 |
| mux2_2 | 98 |
| o21a_1 | 4 |
| nor2_1 | 49 |
| a21oi_1 | 88 |
| a221oi_1 | 37 |
| a22o_1 | 90 |
| buf_6 | 40 |
| a211o_1 | 19 |
| mux2i_1 | 1598 |
| mux4_2 | 202 |
| nand2b_1 | 5 |
| buf_1 | 47 |
| o21ai_0 | 89 |
| a211oi_1 | 10 |
| or2_2 | 33 |
| buf_4 | 150 |
| a2111oi_0 | 9 |
| nand3b_1 | 3 |
| a22oi_1 | 611 |
| or3_1 | 4 |
| a21o_1 | 20 |
| edfxtp_1 | 2048 |
| nor3_1 | 8 |
| nor2b_1 | 40 |
| nand2_1 | 124 |
| o211ai_1 | 51 |
| and2_1 | 1999 |
| clkbuf_1 | 632 |
layer usage:
layer	share of wire [%]	track usage (%)	up-vias
met3	17	17.9	1369
met5	0.19	1.86	-
met1	31	25.6	37300
met2	45	37.0	5817
li1	-	-	32400
met4	7.0	14.3	46
Power is estimated from default activity; no workload was simulated.
